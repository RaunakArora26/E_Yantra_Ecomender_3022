==> design/flow/design.v <==
module ALU (
    input clk, en,    
    input [7:0] a, b,
    input [3:0] s,    
    output reg [15:0] y,  
    output reg carry , zero  
);
reg [7:0] a_in=0,b_in=0;
reg [1:0] flags=0;  
reg [15:0] out_y=0;
always@(posedge clk, posedge en)
begin
	if(en)begin
		a_in <= 0; b_in <= 0;y <= 0;
		carry <= 0; zero<= 0;
	end
	else begin
		a_in <= a; b_in <= b; y <= out_y;
      carry <= flags [0]; zero <= flags [1];
	end
end
always @(a_in, b_in, s) begin
flags = 2'b00;
case (s)
    4'd0: begin
        out_y ={8'd0, ( a_in + b_in )};  
        flags [0] = out_y [8] ;  
    end
    4'd1: begin
        out_y ={8'd0, ( a_in - b_in )};  
        flags [0] = out_y[8] ;  
    end
    4'd2: begin
        out_y = {8'd0 ,(a_in + 1'b1)};  
        flags [0] = out_y[8];  
    end
    4'd3: begin
        out_y = {8'd0, (a_in - 1'b1)};  
        flags[0] = out_y[8];  
    end
    4'd4: out_y =( a_in * b_in );  
    4'd5: out_y =( a_in / b_in );  
    4'd6: out_y ={8'd0, ( a_in & b_in )};  
    4'd7: out_y ={8'd0, ( a_in | b_in )};  
    4'd8: out_y ={8'd0, ( a_in ^ b_in )};  
    4'd9: out_y ={8'd0, ~( a_in & b_in )};  
    4'd10: out_y ={8'd0, ~( a_in | b_in )};  
    4'd11: out_y ={8'd0, ~( a_in ^ b_in )};  
    4'd12: begin
        flags[0] = a_in[7];  
        out_y = {8'd0 , (a_in<<1)};  
    end
    4'd13: begin
        flags[0] = a_in[0] ;  
        out_y = {8'd0, (a_in>>1)};  
    end
    4'd14: out_y = {8'd0, a_in [0], a_in [7:1]};  
    4'd15: out_y = {8'd0, a_in [6:0], a_in[7]};  
    default : out_y =16'd0;
    endcase  
    if(!out_y) flags[1] = 1;  
    end
endmodule
==> design/flow/run.sh <==
#!/bin/bash
# OpenROAD 26Q1-2900-gdf79404cd8, Yosys 0.63+post, stock flow scripts
make -C /OpenROAD-flow-scripts/flow DESIGN_CONFIG=/design/flow/config.mk WORK_HOME=/design/flow/orfs finish
==> design/flow/config.mk <==
export PLATFORM = sky130hd
export DESIGN_NAME = ALU
export DESIGN_NICKNAME = ALU
export VERILOG_FILES = /design/flow/design.v
export SDC_FILE = /design/flow/constraint.sdc
export NUM_CORES = 4
export LEC_CHECK = 1
export CORE_UTILIZATION = 30
==> design/flow/constraint.sdc <==
current_design ALU

set clk_period 15.9
set clk_io_pct 0.2

create_clock -name clk0 -period $clk_period [get_ports {clk}]

set non_clock_inputs [all_inputs -no_clocks]
set_input_delay [expr $clk_period * $clk_io_pct] -clock clk0 $non_clock_inputs
set_output_delay [expr $clk_period * $clk_io_pct] -clock clk0 [all_outputs]
==> flow_metrics.py <==
# Flow results
metrics = {
    "status": {
        "status": "finished with violations",
        "violations": "negative setup slack",
    },
    "synth": {
        "ys_chip_area_mm2": 0.00991,
        "compound_area_share_pct": 26.0,
        "yosysWarnings": 1,
        "synth.avg_cell_area_um2": 7.69,
        "mux_area_share_pct": 4.84,
        "top_area_cell": "ha_1",
        "netlist_instances": 1288,
        "top_cells_by_area": "ha_1 (21%), dfrtp_1 (8.6%), fa_1 (7.5%), nor2_1 (5.0%), a21oi_1 (4.7%)",
        "ff_type": "dfrtp_1",
        "top_cell_area_share_pct": 20.6,
        "ys_ff": 34,
        "ys_types": 98,
        "yosys.area_share.simple_pct": 21.2,
        "ys_cells": 1288,
        "netlist_area_mm2": 0.00991,
        "edf_count": 0,
        "synthArstFlopShare_pct": 100,
        "top_logic_kind": "adder cells",
        "synth_seq_share_pct": 8.59,
        "synth-adder-area-share_pct": 28.2,
        "xor_share_pct": 5.04,
    },
    "cells_and_area": {
        "area_growth_pct": 55.5,
        "design_area_mm2": 0.0154,
        "final_cells": 2214,
        "lay_top_count": "buf_4",
        "most-common-layout-cells": "buf_4 (459), ha_1 (142), nor2_1 (119)",
        "n_fill_cell": 3043,
        "layout-drive-gt1-share_pct": 37.8,
    },
    "sta": {
        "hold_viol": 0,
        "relSlewSlack_pct": 47.9,
        "layout_min_cycle_time_ns": 25.38,
        "fin_hold_ws_ns": 0.853,
        "fin_crit_sh_pct": 160,
        "finalSetupViolCount": 6,
        "finClkSkew_ns": 0.0119,
        "finalSetupTns_ns": -38.30,
        "drv_slew": 0,
        "rsz0062_at_grt": "true",
        "post-route-worst-setup-slack_ns": -9.48,
        "tightest_slew_ns": 0.772,
        "fmax_mhz": 39.4,
    },
    "critical_path": {
        "cp_max_fo": 8,
        "cp-end-kind": "flip-flop",
        "critPathKind": "flip-flop to flip-flop",
        "required_ns": 16.11,
        "start_kind": "flip-flop",
        "cpMaxStageDelayCell": "or4_4",
        "max_stage_delay_ns": 0.54,
        "cp_data_arrival_time_ns": 25.59,
        "path_common_cell": "o21a_1",
    },
    "hold_path": {
        "min_path_type": "flip-flop to flip-flop",
    },
    "place": {
        "gp_congestion": 0.950,
        "pre_cts_slack_ns": -9.80,
        "dpl_cell_area_mm2": 0.0139,
        "dp_hpwl_um": 27000,
        "dp_cells": 2087,
        "io_buffers": 39,
    },
    "power_and_ir_drop": {
        "ir_drop_mv": 0.298,
        "cellPowerDensity_mw_per_mm2": 228,
        "p_leak_nw": 7.41,
    },
    "floorplan": {
        "rows": 66,
        "die_area_mm2": 0.0338,
        "fp.dieH_um": 184,
        "die_w_um": 184,
        "initCoreUtil_pct": 30.4,
        "io_pins": 40,
        "core_area_mm2": 0.0325,
    },
    "detailed_routing": {
        "top_layer_used": "met4",
        "drt-met1-wl_um": 16500,
        "drt_first_pass_iters": 15,
        "finalWirelength_um": 35800,
        "vias": 11315,
        "met3WireLength_um": 1840,
        "dr.first_iter.drc_count": 499,
        "ant_nets": 0,
        "n_antenna_cell": 0,
        "drc": 0,
        "route.met2.wl_um": 16500,
        "wire_per_inst_um": 16.2,
        "vias_per_cell": 5.11,
    },
    "grt": {
        "grt_pass1_wl_um": 58200,
        "grt_max_degree": 35,
        "grt_pass1_vias": 11099,
        "antenna_found_initial": 0,
        "grt_usage_pct": 22.1,
        "overflow": 0,
    },
    "run": {
        "max_cap_viol_count": 0,
        "warning_count": 40,
    },
    "clocking": {
        "cts_buffers": 5,
        "clk_latency_ns": 0.31,
        "cts_root_buf": "clkbuf_16",
        "clkTransAtPathRegs_ns": 0.06,
        "cts_tree": "yes",
        "postCtsHoldBufs": 0,
        "cts.htree.levels": 2,
        "cts_sinks": 34,
        "cts_buffer_depth": 2,
    },
}
-- kinds of logic (layout without fill, tap and decap cells) --
family,after synthesis,in the layout
AOI/OAI and AO/OA,372,372
xor gates and xnor gates,57,57
adders and majority gates,201,201
buffers and inverters,149,626
DFF,34,34
muxes,43,43
other,1,8
and+or+nand+nor,431,431
-- power by group --
| part | leakage [nW] | internal (mW) | switching (mW) | total, mW |
|---|---|---|---|---|
| sequential | 0.418 | 0.0960 | 0.00421 | 0.100 |
| combinational | 6.90 | 1.75 | 1.52 | 3.27 |
| clock | 0.0940 | 0.0903 | 0.0460 | 0.136 |
-- routing by layer --
metal / up-vias / global-route usage [%]
li1: 5663 / -
met1: 5324 / 31.2
met2: 277 / 36.1
met3: 51 / 3.03
met4: 0 / 5.07
met5: - / 0
-- path summary, 6_finish.rpt --
path	slack [ns]	cells past startpoint	start	end
hold / removal	0.85	3	a_in[7]$_DFF_PP0_	carry$_DFF_PP0_
max in group asynchronous	12.25	3	en	y[11]$_DFF_PP0_
min in group asynchronous	3.28	3	en	a_in[2]$_DFF_PP0_
hold reg to reg	0.85	3	a_in[7]$_DFF_PP0_	carry$_DFF_PP0_
setup reg to reg	-9.48	136	b_in[4]$_DFF_PP0_	zero$_DFF_PP0_
setup / recovery	-9.48	136	b_in[4]$_DFF_PP0_	zero$_DFF_PP0_
-- through the flow --
| step | total power [mW] | utilization (%) |
|---|---|---|
| floorplan | 1.96 | - |
| global placement | 3.00 | 42.6 |
| detailed placement | 3.02 | 42.6 |
| CTS | 3.37 | 45.8 |
| global route | 3.84 | 47.3 |
| finish | 3.51 | 47.3 |
-- state kept, by name, summed over array words and instances (netlist names) --
name / count
y: 16
a_in: 8
b_in: 8
carry: 1
zero: 1
-- cells in the mapped netlist, types with 5 or more instances --
| cell type | number |
|---|---|
| or3_1 | 9 |
| a22oi_1 | 6 |
| nor4_1 | 5 |
| and3_1 | 6 |
| nand4_1 | 9 |
| a21oi_1 | 93 |
| mux2i_1 | 13 |
| nor2b_1 | 13 |
| nor2_1 | 132 |
| a221oi_1 | 6 |
| a31oi_1 | 9 |
| o31ai_1 | 20 |
| or2_2 | 9 |
| xnor2_1 | 36 |
| or4_1 | 7 |
| o22ai_1 | 11 |
| a21o_1 | 22 |
| ha_1 | 163 |
| and2_1 | 5 |
| nand2b_1 | 16 |
| o21bai_1 | 11 |
| o21a_1 | 38 |
| o21ai_0 | 53 |
| o211ai_1 | 17 |
| dfrtp_1 | 34 |
| fa_1 | 37 |
| clkbuf_1 | 26 |
| nand3_1 | 20 |
| mux2_2 | 24 |
| inv_1 | 102 |
| buf_2 | 10 |
| xor2_1 | 21 |
| o311ai_0 | 5 |
| a211oi_1 | 6 |
| o21ai_1 | 5 |
| nor3_1 | 51 |
| nand3b_1 | 5 |
| nand2_1 | 118 |
-- cell type report --
cell class | instances | area (um^2) | area share [%]
Multi-Input combinational cell | 1112 | 9400 | 61.0
Clock inverter | 3 | 68.8 | 0.447
Sequential cell | 34 | 853 | 5.54
Tap cell | 442 | 553 | 3.59
Clock buffer | 5 | 125 | 0.812
Inverter | 105 | 404 | 2.62
Timing Repair Buffer | 513 | 4010 | 26.0
-- critical path, delay by kind of cell (launching register included) --
kind	cells	cell delay (ns)
AND/OR/NAND/NOR	36	5.33
flip-flops	1	0.43
adder cells (fa/ha/maj)	15	3.89
buffers and inverters	7	1.08
AND-OR/OR-AND	68	11.54
multiplexers	10	3.02
-- timing repair --
item,CTS,global route
setup buffers,91,33
endpoints found under the setup margin,7,7
resized,43,57
pin swaps,32,67
Power is estimated from default activity; no workload was simulated.
